## flow/run.sh

```bash
#!/bin/bash
# OpenROAD 26Q1-2900-gdf79404cd8, Yosys 0.63+post, stock flow scripts
make -C /OpenROAD-flow-scripts/flow DESIGN_CONFIG=/design/flow/config.mk WORK_HOME=/design/flow/orfs finish
```

## flow/config.mk

```make
export PLATFORM = sky130hd
export DESIGN_NAME = alarm_compare
export DESIGN_NICKNAME = alarm_compare
export VERILOG_FILES = /design/flow/design.v
export SDC_FILE = /design/flow/constraint.sdc
export NUM_CORES = 4
export LEC_CHECK = 1
export CORE_AREA = 10 10 70 70
export DIE_AREA = 0 0 80 80
```

## flow/constraint.sdc

```tcl
current_design alarm_compare

set clk_period 1.0
set clk_io_pct 0.2

create_clock -name clk0 -period $clk_period [get_ports {clk}]

set non_clock_inputs [all_inputs -no_clocks]
set_input_delay [expr $clk_period * $clk_io_pct] -clock clk0 $non_clock_inputs
set_output_delay [expr $clk_period * $clk_io_pct] -clock clk0 [all_outputs]
```

## flow/design.v

```verilog
module alarm_compare(
    input  wire clk,
    input  wire rst_n,
    input  wire [4:0] hr,
    input  wire [5:0] min,
    input  wire [5:0] sec,
    input  wire [4:0] alarm_hr,
    input  wire [5:0] alarm_min,
    input  wire       alarm_en,
    input  wire       alarm_clear,
    output reg        alarm_active
);
wire match = alarm_en &&
             (hr  == alarm_hr) &&
             (min == alarm_min) &&
             (sec == 0);
always @(posedge clk or negedge rst_n) begin
    if (!rst_n)
        alarm_active <= 0;
    else if (alarm_clear)
        alarm_active <= 0;
    else if (match)
        alarm_active <= 1;
end
endmodule
```

==> flow_summary.ini <==
; synthesis and place-and-route metrics
[global_route]
grt_max_degree = 3
grt_pass1_vias = 317
antenna_found_initial = 0
busiest_layer = met1
use_met2 = 0.0345
grt_pass1_wl_um = 1400
grt_use_met1 = 0.0371
gr-total-overflow = 0
grt_use_met3 = 0.0159
grt_usage = 0.0261

[setup_path]
critPathLaunchType = primary input
critPathMaxStageDelay_ns = 0.26
critPathCaptureType = flip-flop
required_ns = 0.92
arrival_ns = 1.05
worstPathMaxFanout = 1
cp_slowest_cell = nor4_1
critPathBufInv = 1
path_class = in2reg
crit_chain = clkdlybuf4s15_1 -> xor2_1 -> nor4_1 -> nand3_1 -> o22ai_2
path_delay_family = simple AND/OR/NAND/NOR gates

[floorplanning]
dieWidth_um = 80
fp-utilization = 0.0535
die_h_um = 80
io_pins = 33
core_area_mm2 = 0.00342
dieArea_mm2 = 0.00640
rows = 21

[placed_design]
hpwl_um = 914
port_buffers = 32
dp_cells = 99
place_congestion = 0.860

[sta]
rsz0062_at_grt = yes
slew_viol_final = 0
worstMarginPinSlew_ns = 0.236
hold_viol = 0
slew_headroom = 0.841
fmax_mhz = 882
setup_ws_ns = -0.134
min_period_ns = 1.13
layout_worst_path_cycle_share = 1.13
setup_tns_ns = -0.134
finalClockSkew_ns = 0
setup_viol = 1

[clock_network]
hold_buffers = 0
worstSkewPairLatency_ns = 0
postCtsSetupBuffers = 0
clk_pin_slew_ns = 0

[detailed_routing]
wl_um = 966
drt_iter0_markers = 0
dr.pass1.iters = 1
ant_nets = 0
drc_errors = 0
wl_per_cell_um = 9.76
vias = 281
via_per_inst = 2.84
antenna_cells_inserted = 0

[logic_synthesis]
ys_chip_area_um2 = 183
ys.flop_type = dfrtp_1
ys_types = 9
synth.most_common_cell = xor2_1
area_leaders = xor2_1 (38%), xnor2_1 (14%), dfrtp_1 (14%), nor4_1 (10%), nor4b_2 (8.2%)
ys_seq_frac = 0.137
async_flop_share = 1.00
edf_count = 0
syn_avg_cell_area_um2 = 9.13
ys_warn_count = 1
yosysCellCount = 20
common_cells = xor2_1 (8), nor4_1 (3), xnor2_1 (3)
yosysTopAreaCell = xor2_1
yosys.area.top_type_share = 0.384
ys_ff = 1
syn_area_um2 = 183
synthCells = 20

[power_and_ir_drop]
power_density_mw_per_mm2 = 339
power_switching_uw = 44.6
combPwrFrac = 0.775
pwr-share-seq = 0.225
switching_share = 0.244
p_leak_uw = 0.000245
p_int_uw = 139
irDropWorstVdd_v = 0.0000753
clkPwrFrac = 0

[final_layout]
top_regs = alarm_active x1
largest_reg_flops = 1
regMostFlops = alarm_active
drive_gt1_frac = 0.245
stdcell_count = 99
fin_util = 0.158
area_growth_pct = 196

[job]
tool_warnings = 30
maxCapViolations = 0

[run_status]
violations = negative setup slack
status = finished, violations left

[min_path]
hold_path_class = in2async
==> layout by cell type (no fill, tap or decap) <==
cell type / count
nor4_2: 1
clkbuf_2: 1
buf_2: 5
clkdlybuf4s15_1: 5
nor4_1: 2
nor4b_4: 1
nand3_1: 1
buf_6: 3
buf_4: 1
clkdlybuf4s50_1: 2
dlymetal6s2s_1: 1
o22ai_2: 1
xor2_1: 8
nand4_1: 1
inv_1: 1
dfrtp_1: 1
xnor2_1: 3
dlygate4sd2_1: 15
==> final timing paths <==
check,startpoint,endpoint,slack [ns],depth (start not counted)
max in group asynchronous,rst_n,alarm_active$_DFFE_PN0P_,0.55,1
hold reg to reg,alarm_active$_DFFE_PN0P_,alarm_active$_DFFE_PN0P_,0.54,2
hold / removal,rst_n,alarm_active$_DFFE_PN0P_,0.35,1
setup / recovery,hr[3],alarm_active$_DFFE_PN0P_,-0.13,5
setup reg to reg,alarm_active$_DFFE_PN0P_,alarm_active$_DFFE_PN0P_,0.39,2
min in group clk0,alarm_active$_DFFE_PN0P_,alarm_active$_DFFE_PN0P_,0.54,2
==> power groups by stage <==
stage	clock network, uW	logic [uW]	registers (uW)
6_report	0	142	41.2
5_1_grt	0	156	41.2
4_1_cts	0	144	41.2
==> what timing repair did <==
item | in CTS | in global routing
gates resized | 56 | 4
pin swaps | 18 | 4
setup endpoints to repair | 1 | 2
==> through the flow <==
stage                     cell area, um^2  setup WS [ns]  hold WS [ns]  total power (uW)
after CTS                             542         -0.120         0.354               186
final                                 541         -0.134         0.351               183
after global placement                568         -0.434         0.350               214
after detailed placement              568         -0.450         0.351               216
after global routing                  541         -0.221         0.359               197
after floorplan                       183          0.114       -0.0956              77.7
==> routing by layer <==
metal	routed length [um]	vias up	part of all wire
met5	0	-	0
met4	0	0	0
met3	179	0	0.19
met2	292	31	0.30
met1	494	112	0.51
li1	-	138	-
==> cells by family (layout without fill, tap and decap cells) <==
family / Yosys count / count (layout) / share of synthesized area
buffers and inverters: 1 / 34 / 0.0205
xor gates and xnor gates: 11 / 11 / 0.527
DFF: 1 / 1 / 0.137
AOI/OAI and AO/OA: 1 / 1 / 0.0685
and+or+nand+nor: 6 / 6 / 0.247
==> layout make-up <==
type	instances	area (um^2)
fill	403	2880
timing repair buffer	33	285
multi-input combinational	18	169
tap	46	57.6
sequential	1	25.0
inverter	1	3.75
Power figures rest on the tool's default switching activity, not on a simulated workload.
