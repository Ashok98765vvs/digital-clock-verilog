[./run.sh]
#!/bin/bash
# OpenROAD 26Q1-2900-gdf79404cd8, Yosys 0.63+post, stock flow scripts
make -C /OpenROAD-flow-scripts/flow DESIGN_CONFIG=/design/flow/config.mk WORK_HOME=/design/flow/orfs finish
[./config.mk]
export PLATFORM = sky130hd
export DESIGN_NAME = mod24
export DESIGN_NICKNAME = mod24
export VERILOG_FILES = /design/flow/design.v
export SDC_FILE = /design/flow/constraint.sdc
export NUM_CORES = 4
export LEC_CHECK = 1
export CORE_AREA = 10 10 70 70
export DIE_AREA = 0 0 80 80
[./design.v]
module mod24(
    input  wire clk,
    input  wire rst_n,
    input  wire en,
    input  wire load,
    input  wire [4:0] data,
    output reg  [4:0] q
);
always @(posedge clk or negedge rst_n) begin
    if (!rst_n)
        q <= 0;
    else if (load)
        q <= (data <= 23) ? data : 0;
    else if (en) begin
        if (q == 23) q <= 0;
        else         q <= q + 1;
    end
end
endmodule
[./constraint.sdc]
current_design mod24

set clk_period 2.0
set clk_io_pct 0.2

create_clock -name clk0 -period $clk_period [get_ports {clk}]

set non_clock_inputs [all_inputs -no_clocks]
set_input_delay [expr $clk_period * $clk_io_pct] -clock clk0 $non_clock_inputs
set_output_delay [expr $clk_period * $clk_io_pct] -clock clk0 [all_outputs]
==> GITHUB_STEP_SUMMARY <==
## Synthesis and layout report

| Metric | Value |
|---|---|
| Clock Skew | `1.349 ps` |
| Post-CTS Setup Inserts | `0` |
| R2R cell count | `4` |
| Max Used Layer | `met3` |
| Final Cycle Share | `0.7870` |
| Vias in the first global route | `341` |
| Root Driver | `clkbuf_4` |
| LEAKAGE | `0.0002260 uW` |
| Ports | `14` |
| Core area | `0.003416 mm^2` |
| Sequential cell area fraction in the yosys report | `0.3817` |
| Synth warnings | `1` |
| Chip height | `80 um` |
| Clock Pin Slew Worst Setup and Hold Paths | `40 ps` |
| Global-route usage over all layers | `0.03156` |
| Arrival @ worst endpoint | `1170 ps` |
| Pwr dens | `595.0 mW/mm^2` |
| Initial Util | `0.09597` |
| Area Growth Syn to Fin | `65.27%` |
| Synth area leader | `dfrtp_1` |
| Cell family with most CP delay | `buffers and inverters` |
| Avg WL per Cell | `10.44 um` |
| Num Clock Sinks | `5` |
| RSZ-0062 raised after global routing | `no` |
| Req. time, crit path | `1600 ps` |
| Flops after synth | `5` |
| Antenna Nets Post-Route | `0` |
| Routed vias/inst | `3.268` |
| ANT cells | `0` |
| Drt total wl | `1013 um` |
| Crit path kind | `flip-flop to primary output` |
| CTS Hold Bufs | `0` |
| Max reg flops | `5` |
| DR WL met2 | `492 um` |
| Setup crit end kind | `primary output` |
| CP bufs+invs | `1` |
| # Cells Yosys | `34` |
| Setup TNS | `0 ps` |
| Via count | `317` |
| Die area | `0.006400 mm^2` |
| Slew @ Worst Pin | `258.0 ps` |
| Crit Path Max Fanout | `7` |
| Cell variety after synth | `24` |
| Layout cell share with drive strength beyond 1 | `0.1373` |
| Worst-path cell chain | `clkdlybuf4s50_1` |
| Ranking of synthesized cells by area | `dfrtp_1, a22oi_2, ha_1` |
| Register area | `125.1 um^2` |
| WL met1 | `434 um` |
| Clock buffer depth | `2` |
| Latest clock arrival within the worst-skew pair | `240 ps` |
| First-pass GRT wire length | `1580 um` |
| Initial antenna violation count | `0` |
| PostCTS Resize Cnt | `0` |
| Syn_area_per_cell | `9.642 um^2` |
| Critical Path Stages | `1` |
| Synthesized area | `327.8 um^2` |
| CTS H-tree depth | `1` |
| Log Warnings | `25` |
| Most flops, register | `q` |
| Crit-path max cell delay | `510 ps` |
| Max-capacitance violation count | `0` |
| Final Hold Fails | `0` |
| Type of the tightest min-delay check | `primary input to async pin` |
| Detailed-routed wire length on met3 | `85 um` |
| DR iter-0 viols | `70` |
| Post-layout minimum cycle time | `1574 ps` |
| Post-Syn Instances | `34` |
| Fmax | `635.3 MHz` |
| Final setup vio count | `0` |
| GPL Wtd Cong | `0.7360` |
| Fill count | `389` |
| IO Port Bufs | `13` |
| Max-slew violation count | `0` |
| Final core utilization | `0.1586` |
| Die x size | `80 um` |
| Grt ovf | `0` |
| Largest net degree at the start of global routing | `9` |
| First-pass DRT Iterations | `4` |
| HPWL reported at the end of detailed placement | `841.9 um` |
| Row cnt | `21` |
| Top-area cell share | `0.3817` |
| Logic area | `195.2 um^2` |
| Status | `complete, no violations` |
| Startpoint Class | `flip-flop` |
| Inserted Clock Buffers | `3` |
| DRC Markers | `0` |
| Max-slew headroom | `0.8275` |
| CTS tree | `done` |
| Largest regs | `q x5` |
| Worst VDD drop | `0.1310 mV` |
| CP max stage cell | `clkdlybuf4s50_1` |
| Yosys Chip Area | `327.8 um^2` |
[synth_stat cells (all sizes together)]
cell	count
dfrtp	5
o21ai	3
inv	2
nand2	2
nand2b	2
nand3	2
nand3b	2
nor3	2
a21boi	1
a21oi	1
a22o	1
a22oi	1
a32oi	1
and4	1
and4b	1
ha	1
mux2i	1
nor2	1
nor2b	1
o211a	1
o211ai	1
or2	1
[per-layer routing]
layer | vias up | GRT usage
li1 | 164 | -
met1 | 144 | 0.03545
met2 | 9 | 0.05056
met3 | 0 | 0.01932
met4 | 0 | 0.005282
met5 | - | 0
[cell type report]
type | instances | area share
multi-input cells | 27 | 0.3603
repair buffers | 13 | 0.2402
flip-flops and latches | 5 | 0.2309
well taps | 46 | 0.1062
clock buffers | 4 | 0.04850
inverters | 2 | 0.01386
[path summary, 6_finish.rpt]
kind / slack (ps) / end / from
worst min-delay path: 390 / q[1] / rst_n
max in group asynchronous: 1410 / q[4] / rst_n
min in group clk0: 630 / q[3] / q[3]
worst max register to register: 690 / q[2] / q[0]
worst max-delay path: 430 / q[2] / q[2]
worst min register to register: 630 / q[3] / q[3]
[worst register-to-register path: cells and delay by family, from the launching register on]
| family | cells | cell delay (ps) |
|---|---|---|
| flops | 1 | 420 |
| simple gates | 2 | 340 |
| fa+ha+maj | 1 | 240 |
| compound gates | 1 | 180 |
[layout by cell type (no fill, tap or decap), types with 2 or more instances in the layout]
master	instances
clkbuf_4	3
clkdlybuf4s50_1	13
dfrtp_1	5
inv_1	2
nand2_1	2
nand2b_1	2
nand3_1	2
nor3_1	2
o21ai_0	2
[power by group]
group	switching (uW)	internal [uW]	leakage, uW	total (uW)
Combinational	28.4	52.6	0.000147	81.0
Sequential	16.0	113	0.0000636	129
Clock	37.4	75.2	0.0000150	113
Total	81.8	241	0.000226	322
[cell families after synthesis]
logic type / share of synthesized area
and+or+nand+nor: 0.2863
DFF: 0.3817
buffers and inverters: 0.02291
muxes: 0.03054
AOI/OAI and AO/OA: 0.2404
adders and majority gates: 0.03816
[per-stage QoR]
stage	cells	instance area, um^2	hold WS [ps]	total power (uW)	worst slack [ps]
6_report	97	541.8	391.1	322.4	426.0
5_1_grt	97	541.8	389.4	353.0	350.7
4_1_cts	97	541.8	380.9	332.6	394.0
3_5_place_dp	93	515.5	626.2	212.3	436.4
3_3_place_gp	93	515.5	619.6	211.1	378.3
2_1_floorplan	34	327.8	104.4	155.2	781.7
Power and IR drop assume default switching activity.
