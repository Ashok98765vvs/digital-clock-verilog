**config.mk**
```make
export PLATFORM = sky130hd
export DESIGN_NAME = mod60
export DESIGN_NICKNAME = mod60
export VERILOG_FILES = /design/flow/design.v
export SDC_FILE = /design/flow/constraint.sdc
export NUM_CORES = 4
export LEC_CHECK = 1
export CORE_AREA = 10 10 70 70
export DIE_AREA = 0 0 80 80
```
**constraint.sdc**
```tcl
current_design mod60

set clk_period 1.9
set clk_io_pct 0.2

create_clock -name clk0 -period $clk_period [get_ports {clk}]

set non_clock_inputs [all_inputs -no_clocks]
set_input_delay [expr $clk_period * $clk_io_pct] -clock clk0 $non_clock_inputs
set_output_delay [expr $clk_period * $clk_io_pct] -clock clk0 [all_outputs]
```
**design.v**
```verilog
module mod60(
    input  wire clk,
    input  wire rst_n,
    input  wire en,
    input  wire load,
    input  wire [5:0] data,
    output reg  [5:0] q,
    output wire carry
);
assign carry = en && (q == 59) && !load;
always @(posedge clk or negedge rst_n) begin
    if (!rst_n)
        q <= 0;
    else if (load)
        q <= (data <= 59) ? data : 0;
    else if (en) begin
        if (q == 59) q <= 0;
        else         q <= q + 1;
    end
end
endmodule
```
**run.sh**
```bash
#!/bin/bash
# OpenROAD 26Q1-2900-gdf79404cd8, Yosys 0.63+post, stock flow scripts
make -C /OpenROAD-flow-scripts/flow DESIGN_CONFIG=/design/flow/config.mk WORK_HOME=/design/flow/orfs finish
```
==> changes_impl.md <==
### Metrics

- Antenna viol nets, final: 0
- Die width: 80 µm
- Sequential fraction of design power: a little over a third
- Synth Seq Share: between 30% and 40%
- Antenna violations before repair: 0
- Layout cells sized above 1: between 20% and 30%
- Leak: 0.301 nW
- HP Class: in -> async
- Initial core utilization: around an eighth
- Number of global-route vias before repair: 470
- Post-route cell area: between 700 and 800 µm²
- Latency at later pin: approximately 0.24 ns
- Vias per inst: 4.17
- First-pass GRT wire length: between 2000 and 2500 µm
- Drt first pass iters: 4
- Die height: ~80 µm
- Area grow syn2layout: 70.9%
- Unrepaired setup endpoints after global routing: no
- Num CTS Buffers: 3
- Bufs on Longest Clock Path: 2
- # IOs: 17
- Skew final: 0.00377 ns
- Largest net degree at the start of global routing: 11
- Post-cts hold buffer count: 0
- Outcome: completed
- FILL cells: 392
- Max IR drop VDD: between 0.15 and 0.2 mV
- Final setup viols: 0
- Ys cells: between 40 and 50
- Overflow after GRT: 0
- Clock root buffer: clkbuf_4
- Synth warn: 1
- N_diodes: 0
- CTS H-Tree Depth: 1
- Die area: 6400 µm²
- Total Wirelength: between 1000 and 1500 µm
- Rel. slew slack: 80.7%
- Total core area: ~3400 µm²
- Total GRT Usage: 4.27%
- Hold Slack: between 0.3 and 0.4 ns
- Max FFs per register: 6
- Yosys stat area: 425 µm²
- DRC: 0
- Setup tns final: 0 ns
- Final min period: approximately 1.7 ns
- Mapped cell area: ~430 µm²
- Crit start category: flop
- Post-DP HPWL: approximately 1200 µm
- Clock share of power: 26.5%
- Critical path class: reg -> out
- Top cell area share: about a third
- Gate Count Post-Synth: approximately 50
- Final Max Slew Viols: 0
- Synth area leader: dfrtp_1
- Crit-path max FO: 2
- Syn avg cell area: ~8.7 µm²
- Iter 0 DRT Violations: 26
- P_int: between 0.3 and 0.4 mW
- Worst EP arrival: roughly 1.3 ns
- Routability cong.: ~0.84
- Clk sinks: 6
- Final hold vios: 0
- Biggest regs: q (6)
- Area post-placement: roughly 700 µm²
- Max Fclk: a little under 600 MHz
- Flops after synth: 6
- Fin crit share: around nine tenths
- Slew @ Worst Pin: approximately 0.29 ns
- Cell Type Count: 24
- Site row count: 21
- Top cells, area: dfrtp_1, nand3_1, nand2_1
- Switching share of power: 27.1%
- PwrDens: slightly below 600 nW/µm²
- Most flops, register: q
- Vias: 509
- Worst Path Required: 1.52 ns
- DR WL/cell: ~11 µm
- # port buffers: 16
- Tool warnings: 25
- Max_cap viols: 0
- P_sw: between 0.1 and 0.15 mW
- Logic pwr share: approximately 38%
- Endpoint type of the worst setup path: output port
- Worst-path clk slew: roughly 0.04 ns
- TritonCTS clock tree: yes
-- worst paths after layout --
check	end	from	slack, ns	cells past startpoint
worst min register to register	q[4]$_DFFE_PN0P_	q[4]$_DFFE_PN0P_	0.67	3
worst max-delay path	carry	q[2]$_DFFE_PN0P_	0.18	4
max in group asynchronous	q[5]$_DFFE_PN0P_	rst_n	1.30	1
worst min-delay path	q[3]$_DFFE_PN0P_	rst_n	0.38	1
worst max register to register	q[5]$_DFFE_PN0P_	q[1]$_DFFE_PN0P_	0.58	5
min in group clk0	q[4]$_DFFE_PN0P_	q[4]$_DFFE_PN0P_	0.67	3
-- Yosys cell counts --
cell type and instances:
a41oi_1 1, o21ai_1 3, buf_6 1, ha_1 1
nor3b_1 1, a21oi_1 3, dfrtp_1 6, nand2_1 6
and3_2 1, inv_1 1, o21ai_0 2, and4_1 1
o2111a_1 1, a31oi_1 3, nand3_2 1, a32oi_1 1
buf_4 1, and3b_1 1, a41o_1 1, o211ai_1 1
nand3_1 6, mux2i_1 2, nor2b_1 2, nor2_1 2
-- worst max-delay path: stages (launching register included) --
cell and delay, ns:
dfrtp_1 0.36, and3b_2 0.25, nand3_2 0.10, nor3b_2 0.17, dlygate4sd2_1 0.22
-- per-stage QoR --
step                      instances  util [%]  power (mW)  setup slack (ns)
after floorplan                  49         -       0.214             0.640
after global placement          119      20.5       0.310           -0.0895
after detailed placement        119      20.5       0.313           -0.0748
after CTS                       122      21.3       0.431             0.144
after global routing            122      21.3       0.456            0.0823
final                           122      21.3       0.423             0.178
-- kinds of logic after synthesis --
logic type / Yosys count / share of synthesized area (%)
compound gates: 16 / 24.7
fa+ha+maj: 1 / 2.94
buf+inv: 3 / 5.29
flops: 6 / 35.3
mux: 2 / 4.71
simple gates: 21 / 27.1
-- placed cells by master, fill, tap and decap left out --
cell type	netlist	routed
clkdlybuf4s50_1	0	15
buf_4	1	10
nand2_1	6	6
nand3_1	6	6
dfrtp_1	6	6
o21ai_1	3	3
a31oi_1	3	3
a21oi_1	3	3
clkbuf_4	0	3
mux2i_1	2	2
o21ai_0	2	2
nor2_1	2	2
nor2b_1	2	2
and3b_2	0	1
nand3_2	1	1
nor3b_2	0	1
inv_1	1	1
a41oi_1	1	1
a32oi_1	1	1
and3_2	1	1
a41o_1	1	1
o2111a_1	1	1
o211ai_1	1	1
and4_1	1	1
ha_1	1	1
dlygate4sd2_1	0	1
-- per-layer routing --
layer | up-vias | part of all wire (%) | track usage, % | wire length [µm]
met5 | - | 0 | 0 | 0
met4 | 0 | 0 | 0.704 | 0
met3 | 0 | 9.3 | 1.93 | 127
met2 | 23 | 41 | 5.62 | 561
met1 | 241 | 49 | 6.23 | 674
li1 | 245 | - | - | -
-- cell type report --
| cell class | instances | area, µm² | share of cell area, % |
|---|---|---|---|
| Inverter | 1 | 3.75 | 0.516 |
| Tap cell | 46 | 57.6 | 7.92 |
| Multi-Input combinational cell | 40 | 259 | 35.6 |
| Sequential cell | 6 | 150 | 20.7 |
| Clock buffer | 3 | 22.5 | 3.10 |
| Timing Repair Buffer | 26 | 234 | 32.2 |
-- power by group through the flow --
stage | Sequential [mW] | Clock [mW] | Combinational, mW
CTS | 0.151 | 0.118 | 0.162
finish | 0.151 | 0.112 | 0.160
global route | 0.153 | 0.124 | 0.179
-- timing repair --
| action | CTS | global route |
|---|---|---|
| endpoints found under the setup margin | 1 | 0 |
| resized | 3 | 0 |
| buffers inserted | 0 | 0 |
Power and IR drop assume default switching activity.
